==> flow/config.mk <==
export PLATFORM = sky130hd
export DESIGN_NAME = denoise_top
export DESIGN_NICKNAME = denoise_top
export VERILOG_FILES = /design/flow/design.v
export SDC_FILE = /design/flow/constraint.sdc
export NUM_CORES = 4
export LEC_CHECK = 1
export CORE_UTILIZATION = 30
==> flow/constraint.sdc <==
current_design denoise_top

set clk_period 2.8
set clk_io_pct 0.2

create_clock -name clk0 -period $clk_period [get_ports {aclk}]

set non_clock_inputs [all_inputs -no_clocks]
set_input_delay [expr $clk_period * $clk_io_pct] -clock clk0 $non_clock_inputs
set_output_delay [expr $clk_period * $clk_io_pct] -clock clk0 [all_outputs]
==> flow/design.v <==
module denoise_core #
(
    parameter DATA_WIDTH = 32
)
(
    input  wire                      aclk,
    input  wire                      aresetn,
    input  wire [DATA_WIDTH-1:0]     s_prev_axis_tdata,
    input  wire                      s_prev_axis_tvalid,
    output wire                      s_prev_axis_tready,
    input  wire                      s_prev_axis_tlast,
    input  wire                      s_prev_axis_tuser,
    input  wire [DATA_WIDTH-1:0]     s_curr_axis_tdata,
    input  wire                      s_curr_axis_tvalid,
    output wire                      s_curr_axis_tready,
    input  wire                      s_curr_axis_tlast,
    input  wire                      s_curr_axis_tuser,
    output reg  [DATA_WIDTH-1:0]     m_axis_tdata,
    output reg                       m_axis_tvalid,
    input  wire                      m_axis_tready,
    output reg                       m_axis_tlast,
    output reg                       m_axis_tuser
);
    reg [DATA_WIDTH-1:0] prev_data_buf;
    reg [DATA_WIDTH-1:0] curr_data_buf;
    assign s_prev_axis_tready = s_curr_axis_tvalid && m_axis_tready;
    assign s_curr_axis_tready = s_prev_axis_tvalid && m_axis_tready;
    always @(posedge aclk) begin
        if (s_prev_axis_tvalid && s_prev_axis_tready)
            prev_data_buf <= s_prev_axis_tdata;
        if (s_curr_axis_tvalid && s_curr_axis_tready)
            curr_data_buf <= s_curr_axis_tdata;
    end
    always @(posedge aclk) begin
        if (!aresetn) begin
            m_axis_tdata  <= 0;
            m_axis_tvalid <= 0;
            m_axis_tlast  <= 0;
            m_axis_tuser  <= 0;
        end
        else begin
            if (s_prev_axis_tvalid && s_curr_axis_tvalid && m_axis_tready) begin
                m_axis_tdata <= curr_data_buf;
                m_axis_tvalid <= 1;
                m_axis_tlast <= s_curr_axis_tlast;
                m_axis_tuser <= s_curr_axis_tuser;
            end
            else if (m_axis_tvalid && !m_axis_tready) begin
                m_axis_tvalid <= m_axis_tvalid;  
            end 
            else begin
                m_axis_tvalid <= 0;
            end
        end
    end
endmodule
module denoise_top #
(
    parameter DATA_WIDTH = 32
)
(
    input wire                       aclk,
    input wire                       aresetn,
    input wire [DATA_WIDTH-1:0]      s_prev_axis_tdata,
    input wire                       s_prev_axis_tvalid,
    output wire                      s_prev_axis_tready,
    input wire                       s_prev_axis_tlast,
    input wire                       s_prev_axis_tuser,
    input wire [DATA_WIDTH-1:0]      s_curr_axis_tdata,
    input wire                       s_curr_axis_tvalid,
    output wire                      s_curr_axis_tready,
    input wire                       s_curr_axis_tlast,
    input wire                       s_curr_axis_tuser,
    output wire [DATA_WIDTH-1:0]     m_axis_tdata,
    output wire                      m_axis_tvalid,
    input  wire                      m_axis_tready,
    output wire                      m_axis_tlast,
    output wire                      m_axis_tuser
);
    denoise_core #(
        .DATA_WIDTH(DATA_WIDTH)
    ) u_denoise_core (
        .aclk(aclk),
        .aresetn(aresetn),
        .s_curr_axis_tdata(s_curr_axis_tdata),
        .s_curr_axis_tvalid(s_curr_axis_tvalid),
        .s_curr_axis_tready(s_curr_axis_tready),
        .s_curr_axis_tlast(s_curr_axis_tlast),
        .s_curr_axis_tuser(s_curr_axis_tuser),
        .s_prev_axis_tdata(s_prev_axis_tdata),
        .s_prev_axis_tvalid(s_prev_axis_tvalid),
        .s_prev_axis_tready(s_prev_axis_tready),
        .s_prev_axis_tlast(s_prev_axis_tlast),
        .s_prev_axis_tuser(s_prev_axis_tuser),
        .m_axis_tdata(m_axis_tdata),
        .m_axis_tvalid(m_axis_tvalid),
        .m_axis_tready(m_axis_tready),
        .m_axis_tlast(m_axis_tlast),
        .m_axis_tuser(m_axis_tuser)
    );
endmodule
==> flow/run.sh <==
#!/bin/bash
# OpenROAD 26Q1-2900-gdf79404cd8, Yosys 0.63+post, stock flow scripts
make -C /OpenROAD-flow-scripts/flow DESIGN_CONFIG=/design/flow/config.mk WORK_HOME=/design/flow/orfs finish
==> run notes <==
Physical implementation

The first-pass GRT wire length is 7010 um. The final count of negative-setup-slack endpoints is 0. The most prevalent standard cell on the critical path is sky130_fd_sc_hd__clkdlybuf4s50_1. After synthesis, the mean cell area works out to 13.0 um2. The area used by multi-input combinational logic is 636 um2. The relative area change from synthesis to final layout is 41.2%. The count of cell types in the netlist is 14. The switching portion of total power is 20.3%. The number of global-route vias before repair is 1507.

Among all stages on the critical path, the maximum delay recorded is 0.50 ns. The kind of cell with the highest combined delay along the critical path is buffers and inverters. At the later pin of the worst-skew pair, clock insertion delay measures 0.33 ns. The storage element area is 0.00166 mm2.

The global-route total usage across every layer is 10.9%. Entering global routing, the biggest net connects 36 pins. The number of cells in the yosys synthesis report is 186. The worst setup path is launched from an input port. The arrival time at the worst endpoint is 1.66 ns. The count of instances resized after the clock tree is built is 0. After synthesis, the most frequently instantiated cells are sky130_fd_sc_hd__nand2_1, sky130_fd_sc_hd__dfxtp_1, sky130_fd_sc_hd__mux2i_1. The total count of hold-check failures in the final report is 0. For this design the total switching power over the nets is 407 uW. The total count of max-transition violations in the final report is 0. The synthesis report lists the most area-consuming cells as sky130_fd_sc_hd__edfxtp_1, sky130_fd_sc_hd__dfxtp_1, sky130_fd_sc_hd__mux2i_1, sky130_fd_sc_hd__nand2_1, sky130_fd_sc_hd__buf_12. The final estimated routing congestion in global placement is 0.703. Looking at the clock tree report, the H-tree level count equals 3. The proportion of layout cells with a drive suffix above 1 is 7.43%. Per report_power, the combinational group accounts for 7.6% of the total.

The top fanout value on the critical path is 4. TritonCTS built the clock tree. The min-delay analysis places its worst path in the category reg -> reg. In this run the critical register-to-register path is captured at u_denoise_core.m_axis_tvalid.

The logic depth of the worst setup path including buffers is 3. Per the post-synthesis report, the number of cells in the design is 186. Looking at the clock tree report, the maximum root-to-sink buffer count equals 2.

Yosys instantiated no cell more often than sky130_fd_sc_hd__nand2_1. The post-detailed-placement half-perimeter wirelength is 2580 um. The count of buffers added on input and output ports is 75.

The y dimension of the die is 91.9 um. The final antenna diode count is 0. The number of setup buffers added after CTS is 0.

Before placement the cells fill 31.2% of the core. The part of the Yosys area used for sequential elements is 68.6%. The floorplan step set the die width to 91.9 um.

The run finished with clean final reports. Hold analysis shows the worst path with a depth of 2. Of all flip-flops after synthesis, the portion carrying an async set or reset was 0%. The maximum VDD drop is 291 uV. The register-to-register setup slack is 2.09 ns.

The routed design shows a wire length per standard cell of 11.1 um. The required time of the critical path is 2.24 ns. Per STA, the worst path is made up of clkdlybuf4s50_1, and2_2, clkdlybuf4s50_1. In this run, CTS created clock tree buffers numbering 9. The final timing summary puts the cycle share of the worst path at 79.4%.

The end point of the worst hold path is u_denoise_core.m_axis_tdata[27]. Looking at area per cell type in the netlist, the leader is sky130_fd_sc_hd__edfxtp_1. The total die size is 0.00844 mm2. In this run the critical register-to-register path is launched from u_denoise_core.m_axis_tvalid. The final setup skew is 0.00467 ns.

In the power breakdown, the internal column shows 1600 uW. Setup repair after global routing left no endpoint under its margin. The number of buffers inserted by hold repair at cts is 0.

The total number of clock tree sinks is 67. Per the log, the first TritonRoute iteration ended with a DRC count of 37. Looking at the power breakdown, the clock network takes 38.5% of the total. The logic depth of the worst register-to-register path is 2. Static timing analysis puts the maximum clock frequency at 450 MHz. The post-detailed-routing wire length is 4120 um. The worst max-slew margin expressed relative to the limit is 58.0%. Pin placement for this block handled 110 I/O pins. Across all layers, the routed design uses 1532 vias.

The synthesis stat section lists a flop and latch total of 67. The total of warnings raised by yosys is 1. In this run, synthesis inferred 32 flip-flops with an integrated enable. Recorded from the global router log, the overflow total was 0.

The clock transition at the register clock pins on the worst setup and hold paths after CTS is 0.07 ns. The remaining antenna violation count is 0. The Yosys chip area is 0.00242 mm2. The total of max-cap violations is 0.

Before any placement, the netlist area is recorded as 0.00242 mm2. The number of antenna violations at the first check in global routing was 0. The total number of warnings across the stage logs is 59. The static leakage is 0.00119 uW. The end-of-flow core utilization is 44.0%. The endpoint kind of the worst setup timing path is a primary output. The ratio of routed vias to standard cells is 4.13. Summed over its instances, the top area cell type makes up 39.7% of the synthesized netlist area. Together, buffers and inverters on the worst path number 2. The final sum of negative setup slack is 0 ns.

The number of fillers in the final layout is 716. The power density normalized to cell area is 586 mW/mm2. The number of optimization iterations in the first detailed-route pass is 6. The transition at the pin with the smallest max-transition slack is 0.629 ns.

The clock tree root buffer cell is sky130_fd_sc_hd__clkbuf_8. The total DRC errors in the routed layout is 0. Per the synth stats, the flop cell with the highest instance count is sky130_fd_sc_hd__dfxtp_1. Among all stages on the critical path, the largest delay is contributed by sky130_fd_sc_hd__clkdlybuf4s50_1. The share of power burned in registers is 53.9%.

The startpoint identified for the worst hold timing path is u_denoise_core.m_axis_tdata[27]. The clock period minus final worst setup slack is 2.22 ns. In the setup report, the worst path falls into the class in -> out. The core region area is 0.00777 mm2.

Row generation in the floorplan step produced 32 rows.
-- worst max-delay path by stage --
stage                                 to          start  slack (ns)
final                 s_curr_axis_tready  m_axis_tready        0.58
after global routing  s_curr_axis_tready  m_axis_tready        0.52
after CTS             s_curr_axis_tready  m_axis_tready        0.57
-- registers in the layout, indices dropped and copies added (netlist names) --
signal / count
u_denoise_core.m_axis_tvalid: 1
u_denoise_core.m_axis_tdata: 32
u_denoise_core.m_axis_tuser: 1
u_denoise_core.curr_data_buf: 32
u_denoise_core.m_axis_tlast: 1
-- tightest hold or removal path, stage by stage (launching register included) --
cell and delay [ns]:
sky130_fd_sc_hd__dfxtp_1 0.31, sky130_fd_sc_hd__nand2_1 0.05, sky130_fd_sc_hd__mux2i_1 0.05
-- layer usage --
metal  wire, um  track usage, %
met1       1850            15.5
met2       1890            16.9
met3        323            4.30
met4         59            1.43
met5          0               0
-- per-stage QoR --
| step | total power (uW) | instances | area [um2] | worst slack (ns) | hold slack, ns |
|---|---|---|---|---|---|
| 6_report | 2000 | 371 | 3420 | 0.578 | 0.456 |
| 3_5_place_dp | 1260 | 355 | 3230 | 0.578 | 0.448 |
| 4_1_cts | 2050 | 371 | 3420 | 0.571 | 0.458 |
| 2_1_floorplan | 1160 | 186 | 2420 | 1.40 | 0.420 |
| 5_1_grt | 2100 | 371 | 3420 | 0.523 | 0.472 |
| 3_3_place_gp | 1260 | 355 | 3230 | 0.587 | 0.441 |
-- cells in the final DEF (no fill, tap or decap) --
cell	instances
sky130_fd_sc_hd__clkdlybuf4s50_1	74
sky130_fd_sc_hd__and2b_1	1
sky130_fd_sc_hd__dfxtp_1	35
sky130_fd_sc_hd__and3_4	1
sky130_fd_sc_hd__buf_4	2
sky130_fd_sc_hd__clkinv_1	2
sky130_fd_sc_hd__clkinvlp_4	2
sky130_fd_sc_hd__clkbuf_8	10
sky130_fd_sc_hd__and2_1	1
sky130_fd_sc_hd__bufinv_16	1
sky130_fd_sc_hd__and2_2	1
sky130_fd_sc_hd__edfxtp_1	32
sky130_fd_sc_hd__buf_12	2
sky130_fd_sc_hd__clkbuf_1	1
sky130_fd_sc_hd__o21a_1	1
sky130_fd_sc_hd__buf_2	1
sky130_fd_sc_hd__nand2_1	68
sky130_fd_sc_hd__mux2i_1	34
-- cell families after synthesis --
group           Yosys count  share of synthesized area, %
compound gates            1                         0.310
simple gates             72                          11.9
buf+inv                  12                          5.17
flops                    67                          68.6
mux                      34                          14.0
-- layout make-up --
class                           instances  share of cell area, %
Clock buffer                           11                   4.13
Tap cell                              102                   3.73
Clock inverter                          5                   1.54
Sequential cell                        67                   48.6
Timing Repair Buffer                   79                   23.4
Multi-Input combinational cell        107                   18.6
-- power groups by stage --
stage     clock [uW]  combinational, uW  sequential (uW)
6_report         772                152             1080
5_1_grt          849                169             1080
4_1_cts          810                157             1080
Power figures rest on the tool's default switching activity, not on a simulated workload.
