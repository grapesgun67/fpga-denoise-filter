### /design/flow/run.sh
#!/bin/bash
# OpenROAD 26Q1-2900-gdf79404cd8, Yosys 0.63+post, stock flow scripts
make -C /OpenROAD-flow-scripts/flow DESIGN_CONFIG=/design/flow/config.mk WORK_HOME=/design/flow/orfs finish
### /design/flow/config.mk
export PLATFORM = sky130hd
export DESIGN_NAME = noise_reduction_core
export DESIGN_NICKNAME = noise_reduction_core
export VERILOG_FILES = /design/flow/design.v
export SDC_FILE = /design/flow/constraint.sdc
export NUM_CORES = 4
export LEC_CHECK = 1
export CORE_UTILIZATION = 40
### /design/flow/constraint.sdc
current_design noise_reduction_core

set clk_period 4.2
set clk_io_pct 0.2

create_clock -name clk0 -period $clk_period [get_ports {clk}]

set non_clock_inputs [all_inputs -no_clocks]
set_input_delay [expr $clk_period * $clk_io_pct] -clock clk0 $non_clock_inputs
set_output_delay [expr $clk_period * $clk_io_pct] -clock clk0 [all_outputs]
### /design/flow/design.v
`timescale 1ns / 1ps
module noise_reduction_core #(
    parameter DATA_WIDTH = 40
)(
    input  wire                     clk,
    input  wire                     rstn,
    input  wire [DATA_WIDTH-1:0]     in_data,
    input  wire                     in_valid,
    input  wire                     in_user,   
    input  wire                     in_last,
    output wire                     in_ready,
    output reg  [DATA_WIDTH-1:0]     out_data,
    output reg                      out_valid,
    output reg                      out_user,  
    output reg                      out_last,
    input  wire                     out_ready
);
    reg [DATA_WIDTH-1:0] in_data_latched;
    reg in_last_latched;
    reg latch_valid;
    reg [10:0] line_cnt;
    reg out_user_next;
    assign in_ready = (latch_valid == 0) && out_ready;
    always @(posedge clk or negedge rstn) begin
        if (!rstn) begin
            in_data_latched <= {DATA_WIDTH{1'b0}};
            in_last_latched <= 1'b0;
            latch_valid <= 1'b0;
        end
        else if (in_valid && in_ready) begin
            in_data_latched <= in_data;
            in_last_latched <= in_last;
            latch_valid <= 1'b1;
        end
        else if (out_ready) begin
            latch_valid <= 1'b0;
        end
    end
    always @(posedge clk or negedge rstn) begin
        if (!rstn) begin
            line_cnt <= 11'd0;
            out_user_next <= 1'b0;
        end
        else if (in_valid && in_ready) begin
            if (in_last) begin
                if (line_cnt == 1080 - 1) begin
                    out_user_next <= 1'b1;    
	                line_cnt <= 11'd0;
                end
                else begin
                    out_user_next <= 1'b0;
                    line_cnt <= line_cnt + 1'b1;
                end
            end
        end
    end
    always @(posedge clk or negedge rstn) begin
        if (!rstn) begin
            out_data <= {DATA_WIDTH{1'b0}};
            out_valid <= 1'b0;
            out_user <= 1'b0;
            out_last <= 1'b0;
        end
        else begin
            if (latch_valid) begin
                out_data <= in_data_latched;
                out_valid <= 1'b1;
                out_user <= out_user_next;   
                out_last <= in_last_latched;
            end
            else if (out_ready) begin
                out_valid <= 1'b0;
                out_user <= 1'b0;
                out_last <= 1'b0;
            end
        end
    end
endmodule
==> impl_metrics.py <==
# Physical implementation metrics
metrics = {
    "status": {
        "status": "finished clean",
    },
    "global_route": {
        "grt_max_degree": 57,
        "grt_pass1_wl_mm": 12.7,
        "track_usage_pct": 16.9,
        "grt_overflow": 0,
        "antenna_found_initial": 0,
        "first_global_vias": 2663,
    },
    "placement": {
        "dp_hpwl_mm": 4.46,
        "dpl.cell_count": 535,
        "io_buffers": 88,
        "place.gp.congestion": 0.768,
        "preCtsSetupSlack_ps": 1300,
    },
    "sta": {
        "clock-skew-final_ps": 10.8,
        "slew_headroom_pct": 52.2,
        "drv_slew": 0,
        "setup-violations-final": 0,
        "rsz0062_at_grt": "false",
        "setup_tns_ps": 0,
        "hold_ws_ps": 473,
        "worst_slack_ps": 1300,
        "period_needed_ps": 2900,
        "post-route-period-util_pct": 69.2,
        "worst_slew_pin_slew_ps": 718,
        "fmax_ghz": 0.344,
        "hold_viol_final": 0,
    },
    "worst_setup_path": {
        "critPathRequiredTime_ps": 3360,
        "crit_fanout": 6,
        "critPathLaunchType": "primary input",
        "end_kind": "output pin",
        "slowest_stage": "clkdlybuf4s50_1",
        "max_stage_delay_ps": 590,
        "cp_cell_sequence": "clkdlybuf4s50_1 -> nor2b_1 -> clkdlybuf4s50_1",
        "cp.arrival_ps": 2060,
        "crit_path_frequent_cell": "clkdlybuf4s50_1",
        "crit_type": "in -> out",
    },
    "floorplan": {
        "core_mm2": 0.00924,
        "dieHeight_um": 99.5,
        "num_rows": 35,
        "die_w_um": 99.5,
        "die-area_mm2": 0.00989,
        "fp_util_pct": 41.1,
        "boundaryPins": 90,
    },
    "flow_run": {
        "drv_cap": 0,
        "openroad.warnings": 26,
    },
    "logic_synthesis": {
        "area_leaders": "dfrtp_1 64%, nand2_1 13%, mux2_2 12%, xnor2_1 1.8%, buf_2 1.7%",
        "yosys_area_mm2": 0.00380,
        "synth_area_mm2": 0.00380,
        "synth_warnings": 1,
        "yosys.area.top_type": "dfrtp_1",
        "synthTopCellsByCount": "129 x nand2_1, 97 x dfrtp_1, 40 x mux2_2",
        "yosysUniqueCellTypes": 26,
        "synthCells": 330,
        "synthArstFlopShare_pct": 100,
        "syn_area_per_cell_um2": 11.5,
        "synthFlopType": "dfrtp_1",
        "ys_seq_share_pct": 63.9,
        "ys_ff": 97,
        "post-synth-top-count-cell": "nand2_1",
        "yosysCellCount": 330,
        "synth_top_area_share_pct": 63.9,
        "edf_count": 0,
    },
    "clock_network": {
        "ctsResizeCount": 0,
        "hold_buffers": 0,
        "cts_tree": "yes",
        "cts_max_level": 3,
        "post-cts-setup-buffer-count": 0,
        "max-clock-path-buffers": 2,
        "cts.sinks": 97,
        "cts_buffers": 9,
        "clock_latency_ps": 350,
        "cts.clk_slew.worst_paths_ps": 90,
        "cts_root_buf": "clkbuf_8",
    },
    "final_layout": {
        "logic_area_mm2": 0.00128,
        "seq_area_mm2": 0.00243,
        "instances_no_fill": 551,
        "fill_cells": 816,
        "layout-drive-gt1-share_pct": 16.1,
        "syn_to_final_growth_pct": 33.0,
    },
    "pwr": {
        "powerDensity_mw_per_mm2": 529,
        "p_leak_nw": 2.37,
        "power_mw": 2.67,
        "vdd_drop_max_v": 0.000346,
    },
    "detailed_routing": {
        "antennaDiodeCount": 0,
        "ant_nets": 0,
        "drt_iter0_drc": 137,
        "first_pass_iters": 4,
        "drc": 0,
        "wl_per_cell_um": 13.2,
        "vias": 2551,
        "viasPerCell": 4.63,
        "routed_wl_mm": 7.26,
    },
    "worst_hold_path": {
        "min_path_type": "reg -> reg",
    },
}
## area by class of cell
type / instances / share of cell area [%]
Clock buffer: 10 / 2.72
Tap cell: 129 / 3.19
Multi-Input combinational cell: 216 / 25.4
Inverter: 2 / 0.149
Sequential cell: 97 / 48.1
Timing Repair Buffer: 91 / 17.8
Clock inverter: 6 / 2.70
## cells in the final DEF (no fill, tap or decap)
cell	n
clkbuf_8	10
xnor2_1	8
nor2_1	11
nand2_1	129
inv_6	1
a21o_1	1
a22o_1	2
nand3b_4	1
mux2_2	40
dfrtp_1	96
nor4b_1	1
xor2_1	2
inv_1	2
a21oi_1	1
nand3_1	6
ha_1	1
nand3_4	1
nor3_4	1
and3b_2	1
buf_4	4
clkdlybuf4s50_1	87
nand4_1	3
clkinvlp_4	1
dfrtp_2	1
bufinv_16	4
o21ai_0	2
nor4_2	1
nor3_2	2
nor3_1	1
nor2b_1	1
## metrics by stage
stage,utilization (%),cell area [µm²]
6_report,54.7,5050
5_1_grt,54.7,5050
4_1_cts,54.7,5050
3_5_place_dp,51.7,4780
3_3_place_gp,51.7,4780
2_1_floorplan,-,3800
## power breakdown
part           internal [mW]  total [mW]  switching [mW]
combinational          0.420       0.593           0.173
sequential              1.16        1.29           0.130
clock                  0.474       0.787           0.313
total                   2.06        2.67           0.616
## sequential cells by signal, indices dropped and copies added (netlist names)
| name | cells |
|---|---|
| in_data_latched | 40 |
| out_data | 40 |
| line_cnt | 11 |
| out_last | 1 |
| out_user | 1 |
| out_valid | 1 |
| in_last_latched | 1 |
| out_user_next | 1 |
| latch_valid | 1 |
## metal layers
metal	GRT usage, %	wire [µm]	up-vias	share of wire, %
li1	-	-	1232	-
met1	25.3	3410	1255	47
met2	26.3	3250	58	45
met3	5.86	516	6	7.1
met4	1.36	77	0	1.1
met5	0	0	-	0
## critical path, delay by kind of cell
kind / cells / cell delay, ps
buffers and inverters: 2 / 1060
AND/OR/NAND/NOR: 1 / 170
## kinds of logic (layout without fill, tap and decap cells)
| group | count (synthesis) | in the layout | share of synthesized area, % |
|---|---|---|---|
| simple gates | 159 | 159 | 18.1 |
| xor+xnor | 10 | 10 | 2.31 |
| fa+ha+maj | 1 | 1 | 0.329 |
| flops | 97 | 97 | 63.9 |
| mux | 40 | 40 | 11.9 |
| compound gates | 6 | 6 | 1.05 |
| buf+inv | 17 | 109 | 2.40 |
## path summary, 6_finish.rpt
path | cells after the start | slack (ps) | to | from
worst max-delay path | 3 | 1300 | in_ready | out_ready
worst min-delay path | 2 | 470 | in_data_latched[28]$_DFFE_PN0P_ | in_data_latched[28]$_DFFE_PN0P_
worst max register to register | 4 | 2430 | line_cnt[10]$_DFFE_PN0P_ | latch_valid$_DFFE_PN0P_
worst min register to register | 2 | 470 | in_data_latched[28]$_DFFE_PN0P_ | in_data_latched[28]$_DFFE_PN0P_
max in group asynchronous | 2 | 2660 | in_data_latched[39]$_DFFE_PN0P_ | rstn
min in group asynchronous | 1 | 530 | out_data[4]$_DFFE_PN0P_ | rstn
Power figures rest on the tool's default switching activity, not on a simulated workload.
