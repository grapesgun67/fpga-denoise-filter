==> flow/run.sh <==
#!/bin/bash
# OpenROAD 26Q1-2900-gdf79404cd8, Yosys 0.63+post, stock flow scripts
make -C /OpenROAD-flow-scripts/flow DESIGN_CONFIG=/design/flow/config.mk WORK_HOME=/design/flow/orfs finish
==> flow/config.mk <==
export PLATFORM = sky130hd
export DESIGN_NAME = denoise_rnlm_v1_0_S00_AXIS
export DESIGN_NICKNAME = denoise_rnlm_v1_0_S00_AXIS
export VERILOG_FILES = /design/flow/design.v
export SDC_FILE = /design/flow/constraint.sdc
export NUM_CORES = 4
export LEC_CHECK = 1
export CORE_AREA = 10 10 70 70
export DIE_AREA = 0 0 80 80
==> flow/constraint.sdc <==
current_design denoise_rnlm_v1_0_S00_AXIS

set clk_period 1.1
set clk_io_pct 0.2

create_clock -name clk0 -period $clk_period [get_ports {S_AXIS_ACLK}]

set non_clock_inputs [all_inputs -no_clocks]
set_input_delay [expr $clk_period * $clk_io_pct] -clock clk0 $non_clock_inputs
set_output_delay [expr $clk_period * $clk_io_pct] -clock clk0 [all_outputs]
==> flow/design.v <==
`timescale 1 ns / 1 ps
	module denoise_rnlm_v1_0_S00_AXIS #
	(
		parameter integer C_S_AXIS_TDATA_WIDTH	= 32
	)
	(
		input wire  S_AXIS_ACLK,
		input wire  S_AXIS_ARESETN,
		output wire  S_AXIS_TREADY,
		input wire [C_S_AXIS_TDATA_WIDTH-1 : 0] S_AXIS_TDATA,
		input wire [(C_S_AXIS_TDATA_WIDTH/8)-1 : 0] S_AXIS_TSTRB,
		input wire  S_AXIS_TLAST,
		input wire  S_AXIS_TVALID
	);
	function integer clogb2 (input integer bit_depth);
	  begin
	    for(clogb2=0; bit_depth>0; clogb2=clogb2+1)
	      bit_depth = bit_depth >> 1;
	  end
	endfunction
	localparam NUMBER_OF_INPUT_WORDS  = 8;
	localparam bit_num  = clogb2(NUMBER_OF_INPUT_WORDS-1);
	parameter [1:0] IDLE = 1'b0,         
	                WRITE_FIFO  = 1'b1;  
	wire  	axis_tready;
	reg mst_exec_state;  
	genvar byte_index;     
	wire fifo_wren;
	reg fifo_full_flag;
	reg [bit_num-1:0] write_pointer;
	  reg writes_done;
	assign S_AXIS_TREADY	= axis_tready;
	always @(posedge S_AXIS_ACLK) 
	begin  
	  if (!S_AXIS_ARESETN) 
	    begin
	      mst_exec_state <= IDLE;
	    end  
	  else
	    case (mst_exec_state)
	      IDLE: 
	          if (S_AXIS_TVALID)
	            begin
	              mst_exec_state <= WRITE_FIFO;
	            end
	          else
	            begin
	              mst_exec_state <= IDLE;
	            end
	      WRITE_FIFO: 
	        if (writes_done)
	          begin
	            mst_exec_state <= IDLE;
	          end
	        else
	          begin
	            mst_exec_state <= WRITE_FIFO;
	          end
	    endcase
	end
	assign axis_tready = ((mst_exec_state == WRITE_FIFO) && (write_pointer <= NUMBER_OF_INPUT_WORDS-1));
	always@(posedge S_AXIS_ACLK)
	begin
	  if(!S_AXIS_ARESETN)
	    begin
	      write_pointer <= 0;
	      writes_done <= 1'b0;
	    end  
	  else
	    if (write_pointer <= NUMBER_OF_INPUT_WORDS-1)
	      begin
	        if (fifo_wren)
	          begin
	            write_pointer <= write_pointer + 1;
	            writes_done <= 1'b0;
	          end
	          if ((write_pointer == NUMBER_OF_INPUT_WORDS-1)|| S_AXIS_TLAST)
	            begin
	              writes_done <= 1'b1;
	            end
	      end  
	end
	assign fifo_wren = S_AXIS_TVALID && axis_tready;
	generate 
	  for(byte_index=0; byte_index<= (C_S_AXIS_TDATA_WIDTH/8-1); byte_index=byte_index+1)
	  begin:FIFO_GEN
	    reg  [(C_S_AXIS_TDATA_WIDTH/4)-1:0] stream_data_fifo [0 : NUMBER_OF_INPUT_WORDS-1];
	    always @( posedge S_AXIS_ACLK )
	    begin
	      if (fifo_wren) 
	        begin
	          stream_data_fifo[write_pointer] <= S_AXIS_TDATA[(byte_index*8+7) -: 8];
	        end  
	    end  
	  end		
	endgenerate
	endmodule
==> results.txt <==
impl run done, here's what came out: Max Clock Skew 10.1 ps, Setup WS post-layout -434 ps, main flop type dfxtp_1, YS warnings 1, Late-Pin Clk Latency 250 ps, number of cells in Yosys stat 27, worst slack at placement -499 ps, Async SR Flop Fraction 0, Final Total Pwr 0.000481 W, Floorplan Utilization 0.0733, Unique cell types 12, crit start category flop, OpenROAD warnings about 64, post-layout min period roughly 1500 ps, routability-driven placement congestion ratio 0.776, endpoints failing setup 5, initial antenna violation count 0, Worst path depth 5, grt ovf 0, Total GRT Usage 0.0220, yosys stat chip area approximately 250 um^2, CP dominant cell by count ha_4, fmax 0.652 GHz, Leakage Power roughly 0.16 nW, cycle use final 1.39, worst hold margin 484 ps, Synth Cell Area 250 um^2, Iter 0 DRT Violations 12, Synth top area share 0.400, Worst path top cell family by delay flip-flops, Crit path largest cell delay about 330 ps, max cap viols 0, Post-Syn Instances 27, Avg WL per Cell 7.31 um, CP cell instances ha_4 > ha_4 > nand4b_1 > and2_1 > buf_2, Synth top cells by count nand2_1 (6), dfxtp_1 (5), mux2i_1 (3), count of library flops with an enable pin 0, vias in the first global route about 240, iteration count of the initial detailed-routing pass 4, pin count of the biggest net entering global routing 10, placed insts 80, share of layout cells above drive strength 1 0.436, Die X 80 um, Total Wirelength 621 um, Root Driver clkbuf_4, WP buf/inv 1, Crit Path Max Fanout 2, Worst Setup End Kind output port, top cells by area dfxtp_1 (40%), mux2i_1 (12%), ha_1 (10%), Synth top cell by count nand2_1, Synth area leader dfxtp_1, Min-Delay Path Class flop to flop, worst reg-to-reg path cell count 6, type of the worst setup path flop to output port, final hold vios 0, RR Endpoint write_pointer[1], RSZ-0062 raised after global routing true, Yosys reg bits 5, vias post-DR between 200 and 250, start of the worst register-to-register path write_pointer[0], Area Growth Syn to Fin 75.5%, Core Area 3420 um^2, power density cells ~1100 nW/um^2, Worst Setup EP S_AXIS_TREADY, Port Buffer Count 4, ANT cells 0, CTS Sinks 5, Routed Antenna Nets 0, Max clock buf depth 2, CTS tree done, # IOs 41, DIE AREA 6400 um^2, CTS buffer count 3, DRC violations left 0, CTS H-tree depth 1, peak supply drop about 0.00019 V, Worst Hold Depth 2, origin of the worst setup path write_pointer[0], Critical Path RT roughly 880 ps, measured slew at the worst slew-check pin 309 ps, DR vias/cell ~2.6, outcome finished with violations, Worst R2R Setup Slack -260 ps, Seq/Total Area, Yosys 0.400, failing checks setup timing, non-filler cells, final 85, dpl hpwl 470 um, CP max stage cell dfxtp_2, CTS clk-pin slew, worst paths 50 ps, Die Span Y roughly 80 um, relative slew slack 0.793, Mapped Avg Cell Area 9.27 um^2, FP Rows 21, Critical Path AT 1310 ps, first-pass GRT wire length approximately 1100 um, fin. max-slew vios 0
==> metal layers <==
layer / part of all wire / global-route usage / wire (um)
met1: 0.50 / 0.0260 / 308
met3: 0.17 / 0.0261 / 107
met5: 0 / 0 / 0
met2: 0.33 / 0.0249 / 205
met4: 0 / 0.00352 / 0
==> sequential cells by signal, indices dropped and copies added (netlist names) <==
| name | cells |
|---|---|
| write_pointer | 3 |
| mst_exec_state | 1 |
| writes_done | 1 |
==> repair_timing <==
action | 4_1_cts | 5_1_grt
hold buffers | 0 | 0
endpoints found under the setup margin | 5 | 5
pin swaps | 5 | 2
gates cloned | 0 | 0
setup buffers | 5 | 0
resized | 5 | 2
==> worst min path at each step <==
stage / end / slack, ps / start
4_1_cts: writes_done / 470 / writes_done
5_1_grt: writes_done / 530 / writes_done
6_report: writes_done / 480 / writes_done
==> placed cells by master, fill, tap and decap left out <==
cell             n
inv_1            1
mux2i_1          3
o211ai_1         1
and3_4           1
nand2_1          6
o21ai_2          2
buf_2            1
clkbuf_4         3
nand4b_1         2
dfxtp_1          3
clkbuf_1         1
and2_1           2
dfxtp_2          2
ha_4             2
buf_4            6
clkdlybuf4s50_1  3
==> layout make-up <==
type                    count  area (um^2)
clock buffers               4         26.3
fillers                   396         2980
repair buffers             10         80.1
flip-flops and latches      5          103
well taps                  46         57.6
inverters                   1         3.75
multi-input cells          19          169
==> cells by family after synthesis <==
kind of cell,Yosys count,synth area share
and+or+nand+nor,11,0.235
adders and majority gates,2,0.100
DFF,5,0.400
AOI/OAI and AO/OA,3,0.0700
buffers and inverters,3,0.0750
muxes,3,0.120
==> metrics by stage <==
step           area (um^2)  utilization  setup TNS [ps]
2_1_floorplan          278            -            -824
3_3_place_gp           398        0.116           -1280
3_5_place_dp           398        0.116           -1340
4_1_cts                432        0.126           -1350
5_1_grt                439        0.129           -1630
6_report               439        0.129           -1310
==> worst min-delay path: stages (launching register included) <==
cell	delay, ps
dfxtp_1	310
nand2_1	70
o21ai_2	60
==> power breakdown <==
group	switching (W)	leakage [nW]	internal, W
Combinational	0.0000248	0.102	0.0000379
Clock	0.0000819	0.0150	0.000138
Sequential	0.00000642	0.0420	0.000192
Power is estimated from default activity; no workload was simulated.
